==> flow/design.v <==
module Nand(input a, b, output out);
  nand g1(out, a, b);
endmodule
module Not(input in, output out);
  Nand g1(in, in, out);
endmodule
module Or(input a, b, output out);
  Not g1(a, nota);
  Not g2(b, notb);
  Nand g3(nota, notb, out);
endmodule
module Xor(input a, b, output out);
  Nand g1(a, b, AnandB);
  Or   g2(a, b, AorB);
  And  g3(AnandB, AorB, out);
endmodule
module And(input a, b, output out);
  Nand g1(a, b, AnandB);
  Nand g2(AnandB, AnandB, out);
endmodule
module Or8Way(input [7:0] in,output out);
 Or g1(in[0], in[1], o1);
 Or g2(in[2], in[3], o2);
 Or g3(in[4], in[5], o3);
 Or g4(in[6], in[7], o4);
 Or g5(o1, o2, o5);
 Or g6(o3, o4, o6);
 Or g7(o5, o6, out);
endmodule
module Not16(input[0:15] in, output[0:15] out);
 Not g1(in[0], out[0]);
 Not g2(in[1], out[1]);
 Not g3(in[2], out[2]);
 Not g4(in[3], out[3]);
 Not g5(in[4], out[4]);
 Not g6(in[5], out[5]);
 Not g7(in[6], out[6]);
 Not g8(in[7], out[7]);
 Not g9(in[8], out[8]);
 Not g10(in[9], out[9]);
 Not g11(in[10], out[10]);
 Not g12(in[11], out[11]);
 Not g13(in[12], out[12]);
 Not g14(in[13], out[13]);
 Not g15(in[14], out[14]);
 Not g16(in[15], out[15]);
endmodule
module And16(input[0:15] a, b, output[0:15] out);
 And g1(a[0], b[0], out[0]);
 And g2(a[1], b[1], out[1]);
 And g3(a[2], b[2], out[2]);
 And g4(a[3], b[3], out[3]);
 And g5(a[4], b[4], out[4]);
 And g6(a[5], b[5], out[5]);
 And g7(a[6], b[6], out[6]);
 And g8(a[7], b[7], out[7]);
 And g9(a[8], b[8], out[8]);
 And g10(a[9], b[9], out[9]);
 And g11(a[10], b[10], out[10]);
 And g12(a[11], b[11], out[11]);
 And g13(a[12], b[12], out[12]);
 And g14(a[13], b[13], out[13]);
 And g15(a[14], b[14], out[14]);
 And g16(a[15], b[15], out[15]);
endmodule
module Or16(input[0:15] a, b, output[0:15] out);
 Or g1(a[0], b[0], out[0]);
 Or g2(a[1], b[1], out[1]);
 Or g3(a[2], b[2], out[2]);
 Or g4(a[3], b[3], out[3]);
 Or g5(a[4], b[4], out[4]);
 Or g6(a[5], b[5], out[5]);
 Or g7(a[6], b[6], out[6]);
 Or g8(a[7], b[7], out[7]);
 Or g9(a[8], b[8], out[8]);
 Or g10(a[9], b[9], out[9]);
 Or g11(a[10], b[10], out[10]);
 Or g12(a[11], b[11], out[11]);
 Or g13(a[12], b[12], out[12]);
 Or g14(a[13], b[13], out[13]);
 Or g15(a[14], b[14], out[14]);
 Or g16(a[15], b[15], out[15]);
endmodule
==> flow/run.sh <==
#!/bin/bash
# OpenROAD 26Q1-2900-gdf79404cd8, Yosys 0.63+post, stock flow scripts
make -C /OpenROAD-flow-scripts/flow DESIGN_CONFIG=/design/flow/config.mk WORK_HOME=/design/flow/orfs finish
==> flow/config.mk <==
export PLATFORM = sky130hd
export DESIGN_NAME = Or16
export DESIGN_NICKNAME = Or16
export VERILOG_FILES = /design/flow/design.v
export SDC_FILE = /design/flow/constraint.sdc
export NUM_CORES = 4
export LEC_CHECK = 1
export CORE_AREA = 10 10 70 70
export DIE_AREA = 0 0 80 80
==> flow/constraint.sdc <==
current_design Or16

set clk_period 1.0
set clk_io_pct 0.2

create_clock -name clk0 -period $clk_period

set non_clock_inputs [all_inputs -no_clocks]
set_input_delay [expr $clk_period * $clk_io_pct] -clock clk0 $non_clock_inputs
set_output_delay [expr $clk_period * $clk_io_pct] -clock clk0 [all_outputs]
==> notes.md <==
fresh numbers from the pnr run: Slew HR=0.962, initial antenna violation count=0, gpl congestion=~0.67, vias in the first global route=around 320, number of logged tool warnings=32, remaining design rule violation count=0, Synth area leader=buf_4, final worst path period need=~0.97 ns, min-delay worst type=input port to output pin, placed cells=110, postcts setup bufs=0, Vias=between 200 and 300, gr ovfl total=0, setup TNS=0 ns, fin crit share=0.975, RSZ-0062 raised after global routing=no, DP Area=638 sq um, total track usage=0.0300, # rows=21, Post-Synthesis Cells=32, Non-Filler Instances=around 110, startpoint types=input port, hold_buf cts=0, num ports=48, Top cell area share=0.545, internal power=~0.098 mW, power density cells=237 nW/um^2, Hold Path Origin=b[9], final hold violations=0, first-pass GRT wire length=roughly 1.6 mm, logic gate share of total power=1.000, delay-heaviest family, CP=buffers and inverters, registers=0, die height=80 microns, post-synth cell types=2, Max Cap Viol=0, hold path depth=3, Leakage=around 0.25 nW, CP Buf/Inv Count=2, Chip Area, Yosys=around 220 sq um, Hold EP=out[9], Init Core Util=0.0645, chip width=80 microns, Clk pwr share=0, Synth-to-Final Area Change=136%, max-slew violations=0, dominant logic cell type in the layout=dlygate4sd2_1, mean routed wirelength per cell=about 9.9 microns, Synthesis Warnings=2, fin area=about 520 sq um, Peak Freq=1030 MHz, Clock buffer cells=0, delay of the slowest cell on the worst path=around 0.23 ns, drt total wl=roughly 1.1 mm, Max FO, Critical Path=1, maximum vdd drop=roughly 0.000035 V, Mapped Area=between 200 and 250 sq um, Ant. Diodes=0, critical path endpoint category=output pin, Req. time, crit path=0.80 ns, average cell area after synthesis=6.88 sq um, Flop pwr share=0, Routed Antenna Nets=0, Yosys Instances=32, worst slew pin tran=~0.057 ns, core area=approximately 3400 sq um, DRT Pass-1 Iters=1, outcome=complete, no violations, Switching Power=approximately 0.025 mW, Finish-stage setup viols=0, Critical Path, Cell by Cell=dlygate4sd2_1 > or2_1 > buf_2, WP data arrival=roughly 0.77 ns, chip area=roughly 6400 sq um, Net Sw Frac=0.202, DR vias/cell=2.55, share of cells above drive strength 1=0.250, slowest CP cell=or2_1, Top area cell types=buf_4 (55%), or2_1 (45%), post-synthesis sequential area ratio=0, DR iter-0 viols=0, Port Buffers=48, critical path class=input port to output pin, WP depth=3, largest net degree at the start of global routing=2, sequential cell area=0 sq um, Top Layout Cells=dlygate4sd2_1 (31), or2_1 (16), buf_2 (16)
[worst max path at each step]
stage,startpoint,endpoint
global route,a[2],out[2]
CTS,a[2],out[2]
finish,a[2],out[2]
[layer usage]
metal | wire length [microns] | track usage | share of wire | vias up
met1 | 395 | 0.0323 | 0.36 | 116
li1 | - | - | - | 144
met5 | 0 | 0 | 0 | -
met2 | 584 | 0.0586 | 0.53 | 20
met4 | 0 | 0 | 0 | 0
met3 | 115 | 0.00909 | 0.11 | 0
[power by group through the flow]
stage	clock, mW	combinational [mW]	sequential, mW
5_1_grt	0	0.139	0
6_report	0	0.123	0
4_1_cts	0	0.127	0
[synthesized netlist by cell type]
cell type / instances
or2_1: 16
buf_4: 16
[final cells by class]
class | instances | area [sq um]
repair buffers | 48 | 362
multi-input cells | 16 | 100
well taps | 46 | 57.6
fillers | 418 | 2900
[stage by stage]
stage	power, mW	setup slack [ns]	util	hold slack [ns]
6_report	0.123	0.0250	0.152	0.739
5_1_grt	0.139	0.00101	0.152	0.760
4_1_cts	0.127	0.00785	0.152	0.744
3_5_place_dp	0.204	-0.467	0.187	1.39
3_3_place_gp	0.202	-0.461	0.187	1.39
2_1_floorplan	0.0589	0.282	-	0.549
[timing repair]
| item | 4_1_cts | 5_1_grt |
|---|---|---|
| setup endpoints to repair | 16 | 1 |
| pin swaps | 16 | 1 |
| gates cloned | 0 | 0 |
| gates resized | 80 | 1 |
[kinds of logic (layout without fill, tap and decap cells)]
family                 Yosys count  count (layout)  synth area share
buffers and inverters           16              48             0.545
AND/OR/NAND/NOR                 16              16             0.455
Power figures rest on the tool's default switching activity, not on a simulated workload.
